`/design/flow/run.sh`:
```
#!/bin/bash
# OpenROAD 26Q1-2900-gdf79404cd8, Yosys 0.63+post, stock flow scripts
make -C /OpenROAD-flow-scripts/flow DESIGN_CONFIG=/design/flow/config.mk WORK_HOME=/design/flow/orfs finish
```
`/design/flow/config.mk`:
```
export PLATFORM = sky130hd
export DESIGN_NAME = UART
export DESIGN_NICKNAME = UART
export VERILOG_FILES = /design/flow/design.v
export SDC_FILE = /design/flow/constraint.sdc
export NUM_CORES = 4
export LEC_CHECK = 1
export CORE_UTILIZATION = 40
```
`/design/flow/constraint.sdc`:
```
current_design UART

set clk_period 1.7
set clk_io_pct 0.2

create_clock -name clk0 -period $clk_period [get_ports {clk}]

set non_clock_inputs [all_inputs -no_clocks]
set_input_delay [expr $clk_period * $clk_io_pct] -clock clk0 $non_clock_inputs
set_output_delay [expr $clk_period * $clk_io_pct] -clock clk0 [all_outputs]
```
`/design/flow/design.v`:
```
module Tx_path #(parameter WIDTH_SIZE = 8)(input clk, input reset, input valid, input err, input [WIDTH_SIZE-1:0] input_tx, input PF, output reg Tx, output reg ready);
    reg [5:0] index;
    reg [3:0] parity_counter;
    reg [7:0] parity;
  	reg err_reg;
  	reg [WIDTH_SIZE-1:0] data;
    typedef enum logic [1:0] { IDLE_STATE = 2'b00, START_STATE = 2'b01, DATA_STATE = 2'b10, STOP_STATE = 2'b11 } state_type;
    state_type state, next_state;
    reg [5:0] next_index;
    reg [3:0] next_parity_counter;
    reg [7:0] next_parity;
    reg next_err_reg;
    reg [WIDTH_SIZE-1:0] next_data;
    always @(posedge clk or negedge reset) begin
        if (!reset) begin
            state <= IDLE_STATE;
            index <= 0;
            parity_counter <= 0;
            parity <= 0;
            err_reg <= 0;
            data <= 0;
        end 
        else begin
            state <= next_state;
            index <= next_index;
            parity_counter <= next_parity_counter;
            parity <= next_parity;
            err_reg <= next_err_reg;
            data <= next_data;
        end
    end
    always @(*) begin
        next_state = state;
        next_index = index;
        next_parity_counter = parity_counter;
        next_parity = parity;
        next_err_reg = err_reg;
        next_data = data;
        case (state)
            IDLE_STATE: begin
                next_index = 0;
                next_parity_counter = 0;
                next_parity = 0;
                if (valid == 1) begin
                    next_state = START_STATE;
                end
            end
            START_STATE: begin
                next_data = input_tx;
                next_err_reg = err;
                next_state = DATA_STATE;
            end
            DATA_STATE: begin
                if (parity_counter == 8) begin
                    next_parity_counter = (PF == 0) ? 1 : 0;
                    if(PF == 1 && WIDTH_SIZE > 8 && index < WIDTH_SIZE) begin
                        next_parity = 0;
                    end else begin
                        if(index >= WIDTH_SIZE) begin
                            next_state = STOP_STATE;
                        end 
                        else begin
                            next_index = index + 1;
                            next_parity = parity ^ data[index];
                            if(parity_counter != 8)
                                next_parity_counter = parity_counter + 1;
                        end
                    end
                end else begin
                    next_parity = parity ^ data[index];
                    next_index = index + 1;
                    next_parity_counter = parity_counter + 1;
                end
            end
            STOP_STATE: begin
                next_state = IDLE_STATE;
            end
        endcase
    end
    always @(*) begin
        Tx = 1;
        ready = 1;
        case (state)
            IDLE_STATE: begin
                Tx = 1;
              if (valid)
                ready = 0;
              else
                ready = 1;
            end
            START_STATE: begin
                ready = 0;
                Tx = 0;
            end
            DATA_STATE: begin
                ready = 0;
                if (parity_counter == 8) begin
                    if(PF == 1 && WIDTH_SIZE > 8 && index < WIDTH_SIZE) begin
                        Tx = (err_reg == 1) ? ~parity : parity;
                    end else begin
                        if(index >= WIDTH_SIZE) begin
                            Tx = (err_reg == 1) ? ~parity : parity;
                        end 
                        else begin
                            Tx = data[index];
                        end
                    end
                end else begin
                    Tx = data[index];
                end
            end
            STOP_STATE: begin
                Tx = 1;
                ready = 1;
            end
        endcase
    end
endmodule : Tx_path
module Rx_path #(parameter WIDTH_SIZE = 8) (input clk, input reset, input Rx, input PF, output reg valid, output reg err, output reg [WIDTH_SIZE - 1:0] data);
	reg [5:0] bit_counter;
	reg [3:0] parity_counter;
	reg parity;
	typedef enum logic [1:0] {IDLE_STATE = 2'b00, DATA_STATE = 2'b01, STOP_STATE = 2'b10} state_type;
	state_type state = IDLE_STATE;	
  always @(posedge clk or negedge reset) begin
      if (!reset)
			begin
				state <= IDLE_STATE;
				parity_counter <= 0;
				bit_counter <= 0;
				parity <=0;
				err <= 0;
				data <= 0;
				valid <= 0;
			end
		else begin
			case(state)
				IDLE_STATE: begin
					valid <= 0;
					bit_counter <= 0;
					parity_counter <= 0;
					parity <=0;
                  	err <= 0;
					if(!Rx)
						state <= DATA_STATE;
				end
				DATA_STATE:begin
					if(parity_counter == 8 && PF) begin
						if(parity != Rx)
							err <= 1;
						parity_counter <= 0;
						parity <= 0;
						if(bit_counter >= WIDTH_SIZE)
							state <= STOP_STATE;
					end
					else begin
						if (bit_counter < WIDTH_SIZE)begin
                            data <= {Rx, data [WIDTH_SIZE -1:1]};
							parity <= parity ^ Rx;
							bit_counter <= bit_counter + 1;
							parity_counter <= parity_counter + 1;
						end
						else begin
                            if (parity != Rx)
                                err <= 1;
                          	state <= STOP_STATE;
						end
					end
				end
				STOP_STATE:begin
					valid <= 1;
					state <= IDLE_STATE;
				end
            endcase
		end
    end
endmodule: Rx_path
module baud_gen #(
    parameter CLK_FREQ = 576_000  
)(
    input clk, 
    input reset, 
    input [1:0] sel, 
    output reg baud_clk
);
  localparam BAUD_9600_DIV   = CLK_FREQ / (9600 * 2);
  localparam BAUD_19200_DIV  = CLK_FREQ / (19200 * 2);
  localparam BAUD_38400_DIV  = CLK_FREQ / (38400 * 2);
  localparam BAUD_57600_DIV  = CLK_FREQ / (57600 * 2);
    localparam COUNTER_WIDTH = $clog2(BAUD_9600_DIV + 1);
    reg [COUNTER_WIDTH-1:0] counter;
    reg [COUNTER_WIDTH-1:0] baud_div;
    always @(*) begin
        case(sel)
            2'b00: baud_div = BAUD_9600_DIV;    
            2'b01: baud_div = BAUD_19200_DIV;   
            2'b10: baud_div = BAUD_38400_DIV;   
            2'b11: baud_div = BAUD_57600_DIV;   
        endcase
    end
    always @(posedge clk or negedge reset) begin
        if(!reset) begin
            counter <= 0;
            baud_clk <= 0;  
        end else begin
            if(counter >= baud_div) begin
                counter <= 0;
                baud_clk <= ~baud_clk; 
            end else begin
                counter <= counter + 1;
            end
        end
    end
endmodule
module Rx_sync (input clk, input reset, input valid_reg, output reg Rx_valid);
typedef enum logic { IDLE = 0, ACTIVE = 1} state_t;
state_t valid_state;
always @(posedge clk or negedge reset) begin
    if (!reset) begin
        valid_state <= IDLE;
    end
    else begin
        case (valid_state)
            IDLE: begin
                if (valid_reg)
                    valid_state <= ACTIVE;
            end
            ACTIVE: begin
                if (!valid_reg)
                    valid_state <= IDLE;
            end
        endcase
    end
end
always @(*) begin
    case (valid_state)
        IDLE: Rx_valid = valid_reg;
        ACTIVE: Rx_valid = 0;
    endcase
end
endmodule
module Tx_sync(input clk, input reset, input Tx_valid, input ready_reg, output reg ready);
    typedef enum logic { IDLE = 0, ACTIVE = 1} state_t;
    state_t ready_state;
    always @(posedge clk or negedge reset) begin
        if (!reset) begin
            ready_state <= IDLE;
        end
        else begin
            case (ready_state)
                IDLE: begin
                    if (Tx_valid && ready_reg)
                        ready_state <= ACTIVE;
                end
                ACTIVE: begin
                    if (!Tx_valid || !ready_reg)
                        ready_state <= IDLE;
                end
            endcase
        end
    end
    always @(*) begin
        case (ready_state)
            IDLE: ready = ready_reg; 
            ACTIVE: ready = 0; 
        endcase
    end
endmodule
module UART #(parameter WIDTH_SIZE = 8, parameter CLK_FREQ = 576_000)(
    input clk,
    input reset,
    input Tx_valid,
    input Tx_err,
    input [WIDTH_SIZE-1:0] input_tx,
    input PF,
    input Rx,
    input [1:0] sel,
    output reg Tx,
    output reg ready,
    output reg [WIDTH_SIZE-1:0] Rx_data,
    output reg Rx_valid,
    output reg Rx_err);
    reg baud_clk;
  	reg ready_reg;
  	reg rx_valid_reg;
Rx_path #(
    .WIDTH_SIZE(WIDTH_SIZE)
) rx_inst (
  .clk(baud_clk),
    .reset(reset),
    .Rx(Rx),
    .PF(PF),
    .valid(rx_valid_reg),
    .err(Rx_err),
    .data(Rx_data)
);
Tx_path #(
    .WIDTH_SIZE(WIDTH_SIZE)
) tx_inst (
  .clk(baud_clk),
    .reset(reset),
    .valid(Tx_valid),
    .err(Tx_err),
    .input_tx(input_tx),
    .PF(PF),
    .Tx(Tx),
    .ready(ready_reg)
);
  baud_gen #(.CLK_FREQ(CLK_FREQ)) baud_gen_inst (
    .clk(clk),
    .reset(reset),
    .sel(sel),
  .baud_clk(baud_clk)
);
Rx_sync rx_sync_inst (
    .clk(clk),
    .reset(reset),
    .valid_reg(rx_valid_reg),
    .Rx_valid(Rx_valid)
);
  Tx_sync tx_sync_inst (
    .clk(clk),
    .reset(reset),
    .Tx_valid(Tx_valid),
    .ready_reg(ready_reg),
    .ready(ready)
);
endmodule : UART
```
==> run_results.csv <==
group,metric,value,unit
run_status,status,"complete, no violations",
critical_path,path_cells,"dlygate4sd2_1 -> or2_4 -> ha_1 -> nand2b_4 -> a21oi_4 -> o21ai_4 -> xor2_1",
routing,drt_wl_total,4.28,mm
critical_path,cp.required,1.80,ns
critical_path,crit_arrival,1.71,ns
synth,yosys_cells,231,
clock_network,cts_buffers,3,
timing,max_freq,0.619,GHz
synth,avgSynthCellArea,11.5,sq um
routing,antennaDiodeCount,0,
timing,finClkSkew,0.000400,ns
critical_path,path_class,"primary input to register",
routing,vias,1693,
pwr,vdd_drop_max,0.412,mV
clock_network,clkTransAtPathRegs,0.04,ns
finish,largest_registers,"rx_inst.data (8), tx_inst.data (8)",
timing,max_slew_margin,53.6,%
place,io_buffers,27,
finish,fill_cells,568,
place,dp_hpwl,3.14,mm
routing,ant_nets,0,
synth,yosysSeqAreaShare,52.0,%
critical_path,end_kind,"register",
floorplan,io_pins,28,
synth,ys.flops,55,
synth,synth-edff-count,0,
pwr,p_leak,1.43,nW
clock_network,cts_hold_buf,0,
timing,fin_crit,1.61,ns
synth,synthTopCellsByArea,"dfrtp_1, ha_1, mux2_2",
timing,unclocked_regs,47,
critical_path,startpoint_type,"primary input",
timing,setup_viol,0,
critical_path,slowest_stage,"ha_1",
hold_path,hp-class,"primary input to asynchronous set/reset pin",
timing,fin_ws,0.0858,ns
global_routing,grt.overflow.total,0,
synth,synth_cells,231,
synth,synthDistinctLibCells,45,
global_routing,grt_pass1_vias,1766,
critical_path,cp_max_fo,6,
place,place.gp.congestion,0.759,
floorplan,die_w,83.4,um
routing,first_pass_iters,4,
synth,ys_area,2650,sq um
floorplan,fp-utilization,41.5,%
place,place_ws,-0.489,ns
floorplan,core-area,6390,sq um
critical_path,crit_family,"simple AND/OR/NAND/NOR gates",
global_routing,grt_max_degree,48,
timing,untimed_endpoints,58,
floorplan,die-area,6950,sq um
routing,viasPerCell,5.01,
clock_network,cts_buffer_depth,2,
clock_network,clockRootBuffer,"clkbuf_8",
floorplan,die_h,83.4,um
timing,tightest_slew,0.692,ns
floorplan,rows,29,
synth,async_flop_share,100,%
timing,hold_viol,0,
routing,wire_per_inst,12.7,um
job,drv_cap,0,
synth,post_synth_instance_area,2650,sq um
routing,drt-initial-drc-count,72,
timing,finalMaxSlewViolations,0,
clock_network,htreeDepth,1,
synth,yosys_warnings,5,
job,warnings,35,
finish,drive_above_1_share,15.7,%
finish,postLayoutCoreUtil,48.6,%
routing,drc_errors,0,
synth,synth-main-ff-cell,"dfrtp_1",
critical_path,crit_path_max_incr_delay,0.29,ns
global_routing,track_usage,13.6,%
critical_path,worstPathBufferInverterCount,1,
clock_network,cts_tree,"yes",
timing,rsz0062_at_grt,"false",
global_routing,antenna_found_initial,0,
clock_network,clk_latency,0.22,ns
timing,fin_crit_sh,95.0,%
pwr,powerDensity,778,nW/um^2
synth,synth_area_leader_cell,"dfrtp_1",
global_routing,grt_first_pass_wirelength,7.70,mm
finish,syn_to_final_growth,17.2,%
synth,netlist.area_leader.share,51.0,%
timing,hold-worst-slack,0.0256,ns
==> layout by cell type, fill, tap and decap left out, drive strengths merged, types with 2 or more instances in the layout <==
cell type / instances
a21o: 4
a21oi: 11
and2: 5
buf: 6
clkbuf: 3
clkdlybuf4s50: 22
dfrtp: 54
dlygate4sd2: 2
dlymetal6s2s: 2
ha: 17
inv: 18
mux2: 18
mux4: 2
nand2: 7
nand2b: 2
nand3: 12
nand4: 2
nor2: 18
nor3: 6
o21ai: 12
o31ai: 6
or2: 2
or3: 4
xnor2: 3
xor2: 7
==> metal layers <==
metal	vias up	GRT usage [%]	routed length, um
li1	864	-	-
met1	805	21.0	2220
met2	24	23.2	1950
met3	0	1.11	111
met4	0	0.784	0
met5	-	0	0
==> stage by stage <==
| stage | area [sq um] | setup TNS (ns) | cells | power, W |
|---|---|---|---|---|
| 3_5_place_dp | 3020 | -2.89 | 335 | 0.00213 |
| 3_3_place_gp | 3020 | -2.69 | 335 | 0.00211 |
| 4_1_cts | 3100 | -0.0179 | 338 | 0.00246 |
| 6_report | 3110 | 0 | 338 | 0.00242 |
| 5_1_grt | 3110 | 0 | 338 | 0.00261 |
| 2_1_floorplan | 2650 | 0 | 231 | 0.00174 |
==> timing repair <==
| action | 4_1_cts | 5_1_grt |
|---|---|---|
| gates resized | 9 | 3 |
| buffers inserted | 0 | 0 |
| endpoints found under the setup margin | 7 | 7 |
| pin swaps | 5 | 3 |
| hold endpoints to repair | 0 | 0 |
==> power by group <==
part	internal, W	switching [W]	total, W	leakage, nW
Combinational	0.000538	0.000566	0.00110	0.703
Sequential	0.000946	0.000152	0.00110	0.701
Clock	0.000152	0.0000625	0.000215	0.0216
==> cell type report <==
| cell class | instances | area (sq um) | share of cell area (%) |
|---|---|---|---|
| multi-input combinational | 153 | 1220 | 39.2 |
| inverter | 18 | 67.6 | 2.18 |
| sequential | 55 | 1380 | 44.4 |
| timing repair buffer | 32 | 305 | 9.83 |
| tap | 77 | 96.3 | 3.10 |
| clock buffer | 3 | 41.3 | 1.33 |
==> final timing paths <==
check,from,end,slack (ns),depth (start not counted)
setup / recovery,sel[1],baud_gen_inst.baud_clk,0.09,7
hold / removal,reset,tx_sync_inst.ready_state,0.03,1
setup reg to reg,baud_gen_inst.counter[0],baud_gen_inst.baud_clk,0.28,6
hold reg to reg,baud_gen_inst.baud_clk,baud_gen_inst.baud_clk,0.46,1
max in group asynchronous,reset,rx_sync_inst.valid_state,1.42,1
min in group clk0,baud_gen_inst.baud_clk,baud_gen_inst.baud_clk,0.46,1
==> cell usage after synthesis, drive strengths merged (3+ instances only) <==
cell type	n
o21ai	12
clkbuf	3
nand3	12
nand2	7
ha	17
a21o	4
xor2	7
inv	18
o31ai	6
nor3	6
or3	4
a21oi	11
and2	5
mux2	18
xnor2	3
nor2	18
dfrtp	54
==> kinds of logic (layout without fill, tap and decap cells) <==
logic type               Yosys count  after routing  share of synthesized area, %
XOR/XNOR                          10             10                          3.31
multiplexers                      21             21                          10.2
flip-flops                        55             55                          52.0
AND/OR/NAND/NOR                   65             65                          13.6
buffers and inverters             23             53                          3.64
AND-OR/OR-AND                     40             40                          9.30
adder cells (fa/ha/maj)           17             17                          8.03
No activity file was given, so power comes from the tool's default toggle rates.
